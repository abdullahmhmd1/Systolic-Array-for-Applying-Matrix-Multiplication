$ cat run.sh
#!/bin/bash
# OpenROAD 26Q1-2900-gdf79404cd8, Yosys 0.63+post, stock flow scripts
make -C /OpenROAD-flow-scripts/flow DESIGN_CONFIG=/design/flow/config.mk WORK_HOME=/design/flow/orfs finish
$ cat config.mk
export PLATFORM = sky130hd
export DESIGN_NAME = parallel_reg
export DESIGN_NICKNAME = parallel_reg
export VERILOG_FILES = /design/flow/design.v
export SDC_FILE = /design/flow/constraint.sdc
export NUM_CORES = 4
export LEC_CHECK = 1
export CORE_AREA = 10 10 70 70
export DIE_AREA = 0 0 80 80
$ cat constraint.sdc
current_design parallel_reg

set clk_period 1.0
set clk_io_pct 0.2

create_clock -name clk0 -period $clk_period [get_ports {clk}]

set non_clock_inputs [all_inputs -no_clocks]
set_input_delay [expr $clk_period * $clk_io_pct] -clock clk0 $non_clock_inputs
set_output_delay [expr $clk_period * $clk_io_pct] -clock clk0 [all_outputs]
$ cat design.v
module systolic_array #(parameter DATAWIDTH = 16,  
parameter N_SIZE = 5    
) (
    input wire clk,
    input wire rst_n,
    input wire valid_in,
    input wire [N_SIZE*DATAWIDTH-1:0] matrix_b_in,  
    input wire [N_SIZE*DATAWIDTH-1:0] matrix_a_in,  
    output reg valid_out,
    output reg [N_SIZE*2*DATAWIDTH-1:0] matrix_c_out  
);
wire [DATAWIDTH-1:0] a_wire [N_SIZE][N_SIZE+1];
wire [DATAWIDTH-1:0] b_wire [N_SIZE+1][N_SIZE];
wire [2*DATAWIDTH-1:0] r_wire [N_SIZE][N_SIZE];
wire [DATAWIDTH-1:0] reg_wire_a [N_SIZE][N_SIZE];
wire [DATAWIDTH-1:0] reg_wire_b [N_SIZE][N_SIZE];
wire [$clog2(N_SIZE)-1:0] sel;
wire [DATAWIDTH*2*N_SIZE-1:0] r_col_wire [N_SIZE];
genvar i, j;
generate
    for (i = 0; i < N_SIZE; i++) begin : row
        for (j = 0; j < N_SIZE; j++) begin : col
            localparam int THIS_MAX_COUNT = N_SIZE+i+j;
            pe #(
                .DATAWIDTH(DATAWIDTH),
                .MAX_COUNT(THIS_MAX_COUNT)
            ) pe_inst (
                .v_in(b_wire[i][j]),
                .h_in(a_wire[i][j]),
                .v_out(b_wire[i+1][j]),
                .h_out(a_wire[i][j+1]),
                .r(r_wire[i][j]),
                .clk(clk),
                .rst_n(rst_n)
            );
        end
    end
endgenerate
genvar r_idx, c_idx;
generate
    for (r_idx = 0; r_idx < N_SIZE; r_idx++) begin : row_block
        for (c_idx = 0; c_idx < N_SIZE; c_idx++) begin : col_block 
            if (c_idx > N_SIZE - r_idx - 1) begin
                parallel_reg #(.DATAWIDTH(DATAWIDTH)) parallel_reg_instb (
                    .p_in(reg_wire_b[r_idx-1][c_idx]),    
                    .clk(clk),
                    .rst_n(rst_n),
                    .p_out(reg_wire_b[r_idx][c_idx])     
                );
            end
        end
    end
endgenerate
genvar idx_b;
generate
    for (idx_b = 0; idx_b < N_SIZE; idx_b++) begin : connect_vin_from_regb
        assign b_wire[0][idx_b] = reg_wire_b[N_SIZE-1][idx_b]; 
    end
endgenerate
genvar b;
generate
    for (b = 0; b < N_SIZE; b++) begin : connect_matrix_b_input
        assign reg_wire_b[b][N_SIZE - b - 1] = matrix_b_in[b*DATAWIDTH +: DATAWIDTH];
    end
endgenerate
genvar x_idx, y_idx;
generate
    for (x_idx = 0; x_idx < N_SIZE; x_idx++) begin : x_loop
        for (y_idx = 0; y_idx < N_SIZE; y_idx++) begin : y_loop  
             if (y_idx > N_SIZE - x_idx - 1) begin
                parallel_reg #(.DATAWIDTH(DATAWIDTH)) parallel_reg_insta (
                    .p_in(reg_wire_a[x_idx][y_idx-1]),  
                    .clk(clk),
                    .rst_n(rst_n),
                    .p_out(reg_wire_a[x_idx][y_idx])
                );
            end
        end
    end
endgenerate
genvar idx_a;
generate
    for (idx_a = 0; idx_a < N_SIZE; idx_a++) begin : connect_vin_from_rega
        assign a_wire[idx_a][0] = reg_wire_a[idx_a][N_SIZE-1]; 
    end
endgenerate
genvar a;
generate
    for (a = 0; a < N_SIZE; a++) begin : connect_matrix_a_input
        assign reg_wire_a[N_SIZE - a - 1][a] = matrix_a_in[a*DATAWIDTH +: DATAWIDTH];
    end
endgenerate
control_unit #(.N_SIZE(N_SIZE)) control_unit_inst (
    .clk(clk),
    .rst_n(rst_n),
    .valid_in(valid_in),
    .valid_out(valid_out),
    .sel(sel));
genvar col_index, row_index;
generate
    for (col_index = 0; col_index < N_SIZE; col_index = col_index + 1) begin : concat_cols
        wire [N_SIZE*2*DATAWIDTH-1:0] col_concat;
        for (row_index = 0; row_index < N_SIZE; row_index = row_index + 1) begin : row_concat
            assign col_concat[(N_SIZE - row_index)*2*DATAWIDTH - 1 -: 2*DATAWIDTH] = r_wire[row_index][col_index];
        end
        assign r_col_wire[col_index] = col_concat;
    end
endgenerate
genvar k;
generate
    for (k = 0; k < N_SIZE; k++) begin : output_mux
        mux_n_to_1 #(.N_SIZE(N_SIZE), .DATAWIDTH(DATAWIDTH)) mux_inst (
            .in(r_col_wire[k]),
            .sel(sel),
            .out(matrix_c_out[(N_SIZE - k)*2*DATAWIDTH - 1 -: 2*DATAWIDTH])
        );
    end
endgenerate
endmodule
module pe #(
    parameter DATAWIDTH = 16,
    parameter MAX_COUNT = 5  
) (
    input  logic clk,
    input  logic rst_n,
    input  logic [DATAWIDTH-1:0] v_in,
    input  logic [DATAWIDTH-1:0] h_in,
    output logic [DATAWIDTH-1:0] v_out,
    output logic [DATAWIDTH-1:0] h_out,
    output logic [2*DATAWIDTH-1:0] r
);
    logic [2*DATAWIDTH-1:0] acc;
    logic [$clog2(MAX_COUNT+1)-1:0] count;
    always_ff @(posedge clk or negedge rst_n) begin
        if (!rst_n) begin
            acc    <= '0;
            r      <= '0;
            v_out  <= '0;
            h_out  <= '0;
            count  <= '0;
        end else begin
            if (count < MAX_COUNT) begin
                acc <= acc + v_in * h_in;
                count <= count + 1;
            end
            r <= acc;
            v_out <= v_in;
            h_out <= h_in;
        end
    end
endmodule
module parallel_reg #( 
    parameter DATAWIDTH = 16  
)
(
    input wire [DATAWIDTH-1:0] p_in,
    input wire clk,
    input wire rst_n, 
    output reg [DATAWIDTH-1:0] p_out
);
reg [DATAWIDTH-1:0] p_reg=0;
   always@(posedge clk or negedge rst_n) begin
    if(!rst_n)begin
    p_reg<=0;
    p_out<=0;
    end
    else begin
    p_reg = p_in;  
   p_out = p_reg;  
   end 
   end 
endmodule
module control_unit #(  
    parameter N_SIZE   
    )(
    input wire clk,
    input wire rst_n,
    input logic valid_in,
    output logic valid_out,
    output logic [$clog2(N_SIZE)-1:0]sel
);
localparam NUM_STATES = 3*(N_SIZE)-1;
localparam  STATE_WIDTH = $clog2(NUM_STATES);
localparam SEL_WIDTH = $clog2(NUM_STATES/2);
logic [STATE_WIDTH:0] current_state, next_state;
    always_ff @(posedge clk or negedge rst_n) begin
        if (!rst_n)
            current_state <= 0;
        else
            current_state <= next_state;
    end
    always_comb begin
    next_state = current_state;
    valid_out  = 0;
    sel = {SEL_WIDTH{1'bx}};   
        if (current_state == NUM_STATES )
            next_state = 0;
        else
            next_state = current_state + 1;
    if (current_state <= (NUM_STATES / 2)+1) begin
        valid_out = 0;
        sel = {SEL_WIDTH{1'bx}};   
    end else begin
        valid_out = 1;
        sel = (NUM_STATES ) - current_state;
    end
end
endmodule
module mux_n_to_1 #( 
    parameter N_SIZE = 5,                      
    parameter DATAWIDTH = 16              
)(
    input  logic [N_SIZE*2*DATAWIDTH-1:0] in,    
    input  logic [$clog2(N_SIZE)-1:0] sel,     
    output logic [2*DATAWIDTH-1:0] out      
);
    always_comb begin
        out = 0;
        for (int i = 0; i < N_SIZE; i++) begin
            if ((sel) == i)
                out = in[i*2*DATAWIDTH +: 2*DATAWIDTH];
        end
    end
endmodule
==> results.yml <==
# physical design summary
timing:
  hold_viol_final: 0
  setup_viol: 0
  slew-limit-headroom_pct: 91.9
  post-route-min-period_ps: 946
  fin_crit_sh_pct: 94.6
  fin_setup_tns_ps: 0
  worst_pin_slew_ps: 121
  rsz0062_at_grt: "yes"
  drv_slew: 0
  fmax_mhz: 1060
final_layout:
  syn_to_final_growth_pct: 87.5
  biggestRegsByFlops: "p_out (16)"
  finish.instance_area_um2: 751
  stdcell_count: 99
  regArea_um2: 400
  comb_area_um2: 0
  top_register: "p_out"
  drive_gt1_share_pct: 37.7
  utilization_pct: 22.0
  fill_cells: 384
  logic_gate_count: 0
  largest_reg_flops: 16
worst_setup_path:
  slowest_delay_ps: 370
  crit_type: "flop to output pin"
  cp_top_family: "flip-flops"
  crit_chain: "buf_2"
  endpoint_kind: "output pin"
  critPathBufInv: 1
  worstPathArrival_ps: 750
  worst-path-max-fanout: 1
  cp.required_ps: 800
  slowest_stage: "dfrtp_1"
  worst_setup_path_start_kind: "flop"
clocking:
  postCtsSetupRepairBufs: 0
  cts_buffers: 3
  h-tree-depth: 1
  clk_pin_slew_ps: 80
  postCtsHoldBufs: 0
  cts_tree: "done"
  clockRootBuffer: "clkbuf_4"
  clock_path_buffers: 2
  cts.sinks: 16
die:
  die_w_um: 80
  rows: 21
  ios: 34
  die_h_um: 80
  fp_util_pct: 11.7
  chip_area_um2: 6400
  coreArea_um2: 3420
route:
  drtIter0Drc: 4
  drc: 0
  vias_per_cell: 2.49
  wl_per_cell_um: 12.3
  ant_nets: 0
  via_count: 247
  drtPass1Iterations: 2
  antenna_cells: 0
  routed_wl_um: 1220
synthesis:
  syn-instance-count: 16
  ys_seq_share_pct: 100
  edf_count: 0
  syn_avg_cell_area_um2: 25.0
  synth_cell_types: 1
  largest_area_cell: "dfrtp_1"
  area_leaders: "dfrtp_1 100%"
  ys_seq_elements: 16
  ys_area_um2: 400
  ys_async_sr_fraction_pct: 100
  common_cells: "16 x dfrtp_1"
  yosysMostFrequentCell: "dfrtp_1"
  top_area_share_pct: 100
  synth-cells-yosys: 16
  ys.flop_type: "dfrtp_1"
  synth_area_um2: 400
  ys_warn_count: 1
grt:
  grtUsageMet2_pct: 6.98
  grtUsageMet1_pct: 2.98
  grt_antenna_before_repair: 0
  met3_usage_pct: 3.52
  grt_use_total_pct: 3.78
  grt_pass1_wl_um: 1700
  gr-max-usage-layer: "met2"
  grt_max_degree: 17
  overflow: 0
  grt_pass1_vias: 312
run:
  cap_violations: 0
  warning_count: 26
placement:
  io_buffers: 33
  gp_congestion: 0.627
  place_inst: 96
  place_area_um2: 808
power_and_ir_drop:
  leakagePower_uw: 0.000339
  p_per_area_nw_per_um2: 1460
  p_total_uw: 1090
  ir_drop_v: 0.000507
hold_path:
  hold_class: "primary input to asynchronous set/reset pin"
run_status:
  status: "finished clean"
-- through the flow --
stage,setup WS [ps],hold slack (ps)
after floorplan,488,-95.6
after global placement,13.2,548
after detailed placement,7.40,543
after CTS,31.3,251
after global routing,-3.63,252
final,54.5,264
-- layout make-up --
class,instances,area share (%)
tap,46,7.67
timing repair buffer,34,36.0
clock buffer,3,3.00
sequential,16,53.3
-- how the worst max path moves through the flow --
stage	start	endpoint	slack, ps	cells past startpoint
4_1_cts	p_out[0]	p_out[0]	30	1
5_1_grt	p_out[13]	p_out[13]	-4	1
6_report	p_out[14]	p_out[14]	50	1
-- placed cells by master, fill, tap and decap left out, drive strengths merged --
cell	n
buf	17
clkbuf	3
clkdlybuf4s50	17
dfrtp	16
-- layer usage --
metal / up-vias / share of wire [%]
met4: 0 / 0
met1: 106 / 31
li1: 123 / -
met2: 18 / 53
met5: - / 0
met3: 0 / 15
-- report_power, final --
group / total [uW] / switching [uW] / internal, uW
Clock: 295 / 156 / 139
Sequential: 685 / 6.38 / 679
Combinational: 115 / 29.0 / 85.9
-- logic make-up (layout without fill, tap and decap cells) --
group                  count (synthesis)  in the layout  synth area share, %
buffers and inverters                  0             37                    0
DFF                                   16             16                  100
-- timing repair --
item,in CTS,in global routing
gates cloned,0,0
setup endpoints to repair,16,3
resized,51,0
